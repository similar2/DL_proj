==> ./design.v <==
parameter TRUE = 1 , FALSE = 0;
parameter  STORAGE_END = 6;
parameter ZERO = 0 , ONE = 1 , TWO = 2 , THREE = 3;
parameter OPERATE_GET = 8'b1_00001_10 , OPERATE_PUT = 8'b1_00010_10 , OPERATE_INTERACT = 8'b1_00100_10 , OPERATE_MOVE = 8'b1_01000_10 , OPERATE_THROW = 8'b1_10000_10 , OPERATE_IGNORE = 8'b1_00000_10;
parameter GAME_START = 8'bxxxx_01_01 , GAME_STOP = 8'bxxxx_10_01;
parameter PRESS_UP = 5'b10000 , PRESS_DOWN = 5'b01000 , PRESS_CENTER = 5'b00100 , PRESS_LEFT = 5'b00010 , PRESS_RIGHT = 5'b00001;
parameter ANTISHAKECNT = 15000;
parameter CUSINE_START_INDEX = 13 , CUSINE_END_INDEX = 18;
parameter ITEM_NUM = 0 ,FIRST_ITEM = 1 ,SECOND_ITEM = 2,THIRD_ITEM = 3;
parameter MAX_ITEM_NUM = 3 , MIN_ITEM_NUM = 0;
parameter STORAGE_BEGIN = 1 , SOTRAGE_END = 6;
parameter STONE_MILL_7 = 7;
parameter CUTTING_MACHINE_8 = 8;
parameter TABLE_9 = 9 , TABLE_11 = 11 , TABLE_14 = 14 , TABLE_17 = 17 , TABLE_19 = 19;
parameter STOVE_10 = 10;
parameter OVEN_12 = 12 , OVEN_13 = 13;
parameter WORKBENCH_15 = 15;
parameter MIXER_16 = 16;
parameter CUSTOMER_18 = 18;
parameter TRASH_BIN_20 = 20;
parameter  enabled = 1'b1,disabled = 1'b0,action_code = 3'b001,jump_code = 3'b010,wait_code = 3'b011,game_code = 3'b100;
parameter if_mode = 2'b00, ifn_mode = 2'b01,
player_ready = 3'd0, player_hasitem = 3'd1,
target_ready = 3'd2, target_hasitem = 3'd3;
parameter DEBOUNCE_TIME = 10;   
parameter GET = 2'b00, PUT = 2'b01, INTERACT = 2'b10, THROW = 2'b11;
parameter ENABLED = 1'b1, DISABLED = 1'b0;
parameter game_start = 2'b01, game_end = 2'b10;
parameter MAX = 15;
parameter FEEDBACK = 2'b01;
parameter UARTCNT = 325;
parameter SECONDCNT = 50000000;
parameter MILLISECONDCNT = 50000;
parameter GAME_STATE_STOP = 2'b10;
parameter SELECT_DATA_IGNORE = 8'b000000_11;
parameter SELECT_VALUE_MAX = 20;
parameter CHANNEL_TARGET = 2'b11;
parameter SEND_NULL = 2'b00 , SEND_GAMESTATE = 2'b01 , SEND_TARGET = 2'b10 , SEND_OPERATE = 2'b11;
parameter waituntil_mode = 2'b01, wait_mode = 2'b00;
parameter NULL = 0,
SWEET_FLOWER = 1, WHEAT = 2, JUEYUN_CHILI = 3, RAW_MEAT = 4, BERRY = 5, SALT = 6,
HAM = 7, SPICE = 8, FLOUR = 9, SLICED_MEAT = 10, SUGAR = 11, CUMIN = 12,
SAUSAGE = 13, SWEET_MADAME = 14, CHILI_CHICKEN = 15, BERRY_MISS_MANJUU = 16, COLD_CUT_PLATTER = 17, STICKY_HONEY_ROAST = 18,
BAD_CUSINE = 19;
parameter cnt = 3'b111;
parameter  IDLE = 0, MOVE = 1, ACTION = 2;
parameter SCRIPT_IDLE = 0,SCRIPT_STARTMOVING = 1,SCRIPT_MOVING = 2,SCRIPT_DOING = 3,SCRIPT_DONE = 4;
parameter BCD_NUM = 4;
parameter BCD_EMPTY = 4'b0000;
parameter BCD_FIRST = 4'b0001;
parameter BCD_SECOND = 4'b0010;
parameter BCD_THRID = 4'b0100;
parameter BCD_FORTH = 4'b1000;
parameter BCD_LETTER_G = 8'b11110110;
parameter BCD_LETTER_H = 8'b00101110;
parameter BCD_LETTER_E = 8'b10011110;
parameter BCD_LETTER_I = 8'b01100000;
parameter BCD_LETTER_N = 8'b11101100;
parameter BCD_LETTER_S = 8'b10110110;
parameter TRUE = 1 , FALSE = 0;
parameter ZERO = 0 , ONE = 1 , TWO = 2 , THREE = 3;
parameter OPERATE_GET = 8'b1_00001_10 , OPERATE_PUT = 8'b1_00010_10 , OPERATE_INTERACT = 8'b1_00100_10 , OPERATE_MOVE = 8'b1_01000_10 , OPERATE_THROW = 8'b1_10000_10 , OPERATE_IGNORE = 8'b1_00000_10;
parameter GAME_START = 8'b0000_01_01 , GAME_STOP = 8'b0000_10_01;
parameter PRESS_UP = 5'b10000 , PRESS_DOWN = 5'b01000 , PRESS_CENTER = 5'b00100 , PRESS_LEFT = 5'b00010 , PRESS_RIGHT = 5'b00001;
parameter ANTISHAKECNT = 15000;
parameter  enabled = 1'b1,disabled = 1'b0,action_code = 3'b001,jump_code = 3'b010,wait_code = 3'b011,game_code = 3'b100;
parameter if_mode = 2'b00, ifn_mode = 2'b01,
player_ready = 3'd0, player_hasitem = 3'd1,
target_ready = 3'd2, target_hasitem = 3'd3;
parameter DEBOUNCE_TIME = 10;   
parameter GET = 2'b00, PUT = 2'b01, INTERACT = 2'b10, THROW = 2'b11;
parameter ENABLED = 1'b1, DISABLED = 1'b0;
parameter game_start = 2'b01, game_end = 2'b10;
parameter MAX = 15;
parameter FEEDBACK = 2'b01;
parameter UARTCNT = 325;
parameter SECONDCNT = 50000000;
parameter MILLISECONDCNT = 50000;
parameter GAME_STATE_STOP = 2'b10;
parameter SELECT_DATA_IGNORE = 8'b000000_11;
parameter SELECT_VALUE_MAX = 20;
parameter CHANNEL_TARGET = 2'b11;
parameter SEND_NULL = 2'b00 , SEND_GAMESTATE = 2'b01 , SEND_TARGET = 2'b10 , SEND_OPERATE = 2'b11;
parameter waituntil_mode = 2'b01, wait_mode = 2'b00;
parameter NULL = 0,
SWEET_FLOWER = 1, WHEAT = 2, JUEYUN_CHILI = 3, RAW_MEAT = 4, BERRY = 5, SALT = 6,
HAM = 7, SPICE = 8, FLOUR = 9, SLICED_MEAT = 10, SUGAR = 11, CUMIN = 12,
SAUSAGE = 13, SWEET_MADAME = 14, CHILI_CHICKEN = 15, BERRY_MISS_MANJUU = 16, COLD_CUT_PLATTER = 17, STICKY_HONEY_ROAST = 18,
BAD_CUSINE = 19;
`timescale 1ns / 1ps
`timescale 1ns / 1ps
module mem_array(
    input        clock,              
                 reset,              
    input  [7:0] dataOut_bits,       
    input        dataOut_valid,      
    output       script_mode,        
    input [7:0]  pc,                 
    output [15:0] script,            
    output [7:0] script_num
);
    reg [7:0] script_cnt = 0;
    reg [7:0] script_size = 0;
    reg [7:0] mem[127:0];   
    assign script_mode = script_cnt < script_size;
    assign script_num = script_size;
    always@(posedge clock or posedge reset) begin
        if(reset) begin
            script_cnt <= 0;
            script_size <= 0;
        end
        else if(dataOut_valid) begin
            if(script_mode) begin
                script_cnt <= script_cnt + 1;
                mem[script_cnt] <= {dataOut_bits};
            end 
            else if(dataOut_bits[1:0] == 2'b10) begin
                script_size <= dataOut_bits;
                script_cnt <= 0;
            end
        end
    end
    assign script = (script_mode) ? 8'b0000_0000 : {mem[pc],mem[pc+1]};
endmodule
==> ./run.sh <==
#!/bin/bash
# OpenROAD 26Q1-2900-gdf79404cd8, Yosys 0.63+post, stock flow scripts
make -C /OpenROAD-flow-scripts/flow DESIGN_CONFIG=/design/flow/config.mk WORK_HOME=/design/flow/orfs finish
==> ./config.mk <==
export PLATFORM = sky130hd
export DESIGN_NAME = mem_array
export DESIGN_NICKNAME = mem_array
export VERILOG_FILES = /design/flow/design.v
export SDC_FILE = /design/flow/constraint.sdc
export NUM_CORES = 4
export LEC_CHECK = 1
export CORE_UTILIZATION = 50
==> ./constraint.sdc <==
current_design mem_array

set clk_period 4.9
set clk_io_pct 0.2

create_clock -name clk0 -period $clk_period [get_ports {clock}]

set non_clock_inputs [all_inputs -no_clocks]
set_input_delay [expr $clk_period * $clk_io_pct] -clock clk0 $non_clock_inputs
set_output_delay [expr $clk_period * $clk_io_pct] -clock clk0 [all_outputs]
==> out/qor.yml <==
die_w_um: 313
overflow: 5709
async_flop_share_pct: 1.54
area_leaders: "edfxtp_1 63%, a22oi_1 6.5%, nand3_1 2.8%, a32oi_1 2.4%, a22o_1 1.6%"
top_cell_area_share_pct: 63.4
cts-root-buf: "clkbuf_16"
fp.dieH_um: 313
ys_seq_share_pct: 64.2
clock_sinks: 1040
fp_util_pct: 50.8
synth_cell_types: 89
ioPinCount: 44
grt_max_degree: 102
syn_avg_cell_area_sq_um: 13.1
ctsHoldBuffers: 0
common_cells: "1,024 x edfxtp_1, 423 x a22oi_1, 269 x nand3_1, 152 x nor2_1"
yosys_cells: 3702
error_line: "[ERROR GRT-0116] Global routing finished with congestion. Check the congestion regions in the DRC Viewer."
netlist_area_sq_um: 48500
num_rows: 113
yosys_area_sq_um: 48500
dp.final_hpwl_mm: 270
cts_buffer_depth: 3
gp_congestion: 1.81
numSynthFlops: 1040
cts_htree_levels: 3
place_ws_ns: -1.13
most_common_cell: "edfxtp_1"
ys_warn_count: 2
grt_pass1_vias: 62500
synth-edff-count: 1024
synthCells: 3702
lastStage: "global routing (5_1_grt)"
cts-buffers-inserted: 105
status: "aborted with a tool error"
track_usage_pct: 96.6
top_area_cell: "edfxtp_1"
ff_type: "edfxtp_1"
io_buffers: 42
grt_pass1_wl_mm: 585
==> cells by family after synthesis <==
family,count (synthesis),share of synthesized area (%)
AOI/OAI and AO/OA,1141,18.1
DFF,1040,64.2
muxes,93,2.08
and+or+nand+nor,1051,11.9
xor gates and xnor gates,1,0.0181
buffers and inverters,365,3.42
adders and majority gates,11,0.284
==> layer usage <==
layer  overflow  track usage, %
met1       1046            94.2
met2       2660             105
met3       1001            93.7
met4        861            89.5
met5        141            84.4
==> per-stage QoR <==
step           instance area (sq um)  hold WS (ns)  std cells  total power [mW]  setup TNS, ns
2_1_floorplan                  48500         0.418       3702              11.6              0
3_3_place_gp                   58300         0.474       5650              13.8         -12.31
3_5_place_dp                   58300         0.487       5651              13.8         -11.63
4_1_cts                        63700         0.505       5917              21.8         -0.576
==> timing repair <==
item	in CTS
setup buffers	76
cloned	4
pin swaps	105
gates resized	306
setup endpoints to repair	16
endpoints found under the hold margin	0
Power is estimated from default activity; no workload was simulated.
