### design/flow/config.mk
export PLATFORM = sky130hd
export DESIGN_NAME = VerifyIfOperateDataCorrect
export DESIGN_NICKNAME = VerifyIfOperateDataCorrect
export VERILOG_FILES = /design/flow/design.v
export SDC_FILE = /design/flow/constraint.sdc
export NUM_CORES = 4
export LEC_CHECK = 1
export CORE_AREA = 10 10 70 70
export DIE_AREA = 0 0 80 80
### design/flow/constraint.sdc
current_design VerifyIfOperateDataCorrect

set clk_period 2.9
set clk_io_pct 0.2

create_clock -name clk0 -period $clk_period

set non_clock_inputs [all_inputs -no_clocks]
set_input_delay [expr $clk_period * $clk_io_pct] -clock clk0 $non_clock_inputs
set_output_delay [expr $clk_period * $clk_io_pct] -clock clk0 [all_outputs]
### design/flow/design.v
parameter TRUE = 1 , FALSE = 0;
parameter  STORAGE_END = 6;
parameter ZERO = 0 , ONE = 1 , TWO = 2 , THREE = 3;
parameter OPERATE_GET = 8'b1_00001_10 , OPERATE_PUT = 8'b1_00010_10 , OPERATE_INTERACT = 8'b1_00100_10 , OPERATE_MOVE = 8'b1_01000_10 , OPERATE_THROW = 8'b1_10000_10 , OPERATE_IGNORE = 8'b1_00000_10;
parameter GAME_START = 8'bxxxx_01_01 , GAME_STOP = 8'bxxxx_10_01;
parameter PRESS_UP = 5'b10000 , PRESS_DOWN = 5'b01000 , PRESS_CENTER = 5'b00100 , PRESS_LEFT = 5'b00010 , PRESS_RIGHT = 5'b00001;
parameter ANTISHAKECNT = 15000;
parameter CUSINE_START_INDEX = 13 , CUSINE_END_INDEX = 18;
parameter ITEM_NUM = 0 ,FIRST_ITEM = 1 ,SECOND_ITEM = 2,THIRD_ITEM = 3;
parameter MAX_ITEM_NUM = 3 , MIN_ITEM_NUM = 0;
parameter STORAGE_BEGIN = 1 , SOTRAGE_END = 6;
parameter STONE_MILL_7 = 7;
parameter CUTTING_MACHINE_8 = 8;
parameter TABLE_9 = 9 , TABLE_11 = 11 , TABLE_14 = 14 , TABLE_17 = 17 , TABLE_19 = 19;
parameter STOVE_10 = 10;
parameter OVEN_12 = 12 , OVEN_13 = 13;
parameter WORKBENCH_15 = 15;
parameter MIXER_16 = 16;
parameter CUSTOMER_18 = 18;
parameter TRASH_BIN_20 = 20;
parameter  enabled = 1'b1,disabled = 1'b0,action_code = 3'b001,jump_code = 3'b010,wait_code = 3'b011,game_code = 3'b100;
parameter if_mode = 2'b00, ifn_mode = 2'b01,
player_ready = 3'd0, player_hasitem = 3'd1,
target_ready = 3'd2, target_hasitem = 3'd3;
parameter DEBOUNCE_TIME = 10;   
parameter GET = 2'b00, PUT = 2'b01, INTERACT = 2'b10, THROW = 2'b11;
parameter ENABLED = 1'b1, DISABLED = 1'b0;
parameter game_start = 2'b01, game_end = 2'b10;
parameter MAX = 15;
parameter FEEDBACK = 2'b01;
parameter UARTCNT = 325;
parameter SECONDCNT = 50000000;
parameter MILLISECONDCNT = 50000;
parameter GAME_STATE_STOP = 2'b10;
parameter SELECT_DATA_IGNORE = 8'b000000_11;
parameter SELECT_VALUE_MAX = 20;
parameter CHANNEL_TARGET = 2'b11;
parameter SEND_NULL = 2'b00 , SEND_GAMESTATE = 2'b01 , SEND_TARGET = 2'b10 , SEND_OPERATE = 2'b11;
parameter waituntil_mode = 2'b01, wait_mode = 2'b00;
parameter NULL = 0,
SWEET_FLOWER = 1, WHEAT = 2, JUEYUN_CHILI = 3, RAW_MEAT = 4, BERRY = 5, SALT = 6,
HAM = 7, SPICE = 8, FLOUR = 9, SLICED_MEAT = 10, SUGAR = 11, CUMIN = 12,
SAUSAGE = 13, SWEET_MADAME = 14, CHILI_CHICKEN = 15, BERRY_MISS_MANJUU = 16, COLD_CUT_PLATTER = 17, STICKY_HONEY_ROAST = 18,
BAD_CUSINE = 19;
parameter cnt = 3'b111;
parameter  IDLE = 0, MOVE = 1, ACTION = 2;
parameter SCRIPT_IDLE = 0,SCRIPT_STARTMOVING = 1,SCRIPT_MOVING = 2,SCRIPT_DOING = 3,SCRIPT_DONE = 4;
parameter BCD_NUM = 4;
parameter BCD_EMPTY = 4'b0000;
parameter BCD_FIRST = 4'b0001;
parameter BCD_SECOND = 4'b0010;
parameter BCD_THRID = 4'b0100;
parameter BCD_FORTH = 4'b1000;
parameter BCD_LETTER_G = 8'b11110110;
parameter BCD_LETTER_H = 8'b00101110;
parameter BCD_LETTER_E = 8'b10011110;
parameter BCD_LETTER_I = 8'b01100000;
parameter BCD_LETTER_N = 8'b11101100;
parameter BCD_LETTER_S = 8'b10110110;
parameter TRUE = 1 , FALSE = 0;
parameter ZERO = 0 , ONE = 1 , TWO = 2 , THREE = 3;
parameter OPERATE_GET = 8'b1_00001_10 , OPERATE_PUT = 8'b1_00010_10 , OPERATE_INTERACT = 8'b1_00100_10 , OPERATE_MOVE = 8'b1_01000_10 , OPERATE_THROW = 8'b1_10000_10 , OPERATE_IGNORE = 8'b1_00000_10;
parameter GAME_START = 8'b0000_01_01 , GAME_STOP = 8'b0000_10_01;
parameter PRESS_UP = 5'b10000 , PRESS_DOWN = 5'b01000 , PRESS_CENTER = 5'b00100 , PRESS_LEFT = 5'b00010 , PRESS_RIGHT = 5'b00001;
parameter ANTISHAKECNT = 15000;
parameter  enabled = 1'b1,disabled = 1'b0,action_code = 3'b001,jump_code = 3'b010,wait_code = 3'b011,game_code = 3'b100;
parameter if_mode = 2'b00, ifn_mode = 2'b01,
player_ready = 3'd0, player_hasitem = 3'd1,
target_ready = 3'd2, target_hasitem = 3'd3;
parameter DEBOUNCE_TIME = 10;   
parameter GET = 2'b00, PUT = 2'b01, INTERACT = 2'b10, THROW = 2'b11;
parameter ENABLED = 1'b1, DISABLED = 1'b0;
parameter game_start = 2'b01, game_end = 2'b10;
parameter MAX = 15;
parameter FEEDBACK = 2'b01;
parameter UARTCNT = 325;
parameter SECONDCNT = 50000000;
parameter MILLISECONDCNT = 50000;
parameter GAME_STATE_STOP = 2'b10;
parameter SELECT_DATA_IGNORE = 8'b000000_11;
parameter SELECT_VALUE_MAX = 20;
parameter CHANNEL_TARGET = 2'b11;
parameter SEND_NULL = 2'b00 , SEND_GAMESTATE = 2'b01 , SEND_TARGET = 2'b10 , SEND_OPERATE = 2'b11;
parameter waituntil_mode = 2'b01, wait_mode = 2'b00;
parameter NULL = 0,
SWEET_FLOWER = 1, WHEAT = 2, JUEYUN_CHILI = 3, RAW_MEAT = 4, BERRY = 5, SALT = 6,
HAM = 7, SPICE = 8, FLOUR = 9, SLICED_MEAT = 10, SUGAR = 11, CUMIN = 12,
SAUSAGE = 13, SWEET_MADAME = 14, CHILI_CHICKEN = 15, BERRY_MISS_MANJUU = 16, COLD_CUT_PLATTER = 17, STICKY_HONEY_ROAST = 18,
BAD_CUSINE = 19;
module VerifyIfOperateDataCorrect(input uart_clk,
                                  input [7:0] data_game_state,                               
                                  input [7:0] data_operate,                                  
                                  input [7:0] data_target,                                   
                                  input sig_front,                                           
                                  input sig_hand,                                            
                                  input sig_processing,                                      
                                  input sig_machine,                                         
                                  output reg [7:0] data_operate_verified = OPERATE_IGNORE);  
    wire [4:0] target;
    assign target = data_target[6:2];
    always @(data_operate) begin
        if (data_game_state[3:2] == GAME_STATE_STOP) begin
            data_operate_verified = OPERATE_IGNORE;
            end else if (data_operate != OPERATE_MOVE && !sig_front) begin
            data_operate_verified = OPERATE_IGNORE;
            end else begin
            if (target >= STORAGE_BEGIN && target <= STORAGE_END) begin
                if (data_operate == OPERATE_PUT || data_operate == OPERATE_THROW || data_operate == OPERATE_INTERACT) begin
                    data_operate_verified = OPERATE_IGNORE;
                    end else if (data_operate == OPERATE_GET) begin
                    if (!sig_hand) begin
                        data_operate_verified = data_operate;
                        end else begin
                        data_operate_verified = OPERATE_IGNORE;
                    end
                    end else begin
                    data_operate_verified = data_operate;
                end
            end
            else if (target == STONE_MILL_7 || target == CUTTING_MACHINE_8) begin
            if (data_operate == OPERATE_THROW) begin
                data_operate_verified = OPERATE_IGNORE;
                end else if (data_operate == OPERATE_PUT) begin
                if (sig_hand && !sig_machine) begin
                    data_operate_verified = OPERATE_PUT;
                    end else begin
                    data_operate_verified = OPERATE_IGNORE;
                end
                end else if (data_operate == OPERATE_GET) begin
                if (!sig_hand && sig_machine) begin
                    data_operate_verified = OPERATE_GET;
                    end else begin
                    data_operate_verified = OPERATE_IGNORE;
                end
                end else begin
                data_operate_verified = data_operate;
            end
        end
        else if (target == TABLE_9 || target == TABLE_11 || target == TABLE_14 || target == TABLE_17 || target == TABLE_19 || target == TRASH_BIN_20) begin
        case(data_operate)
            OPERATE_THROW , OPERATE_PUT: begin
                case(sig_hand)
                    TRUE:data_operate_verified = data_operate;
                    default:data_operate_verified = OPERATE_IGNORE;
                endcase
            end
            OPERATE_GET: begin
                case({sig_hand,sig_machine})
                    {FALSE,TRUE}:data_operate_verified = data_operate;
                    default:data_operate_verified = OPERATE_IGNORE;
                endcase
            end
            default:data_operate_verified = data_operate;
        endcase
    end
    else if (target == WORKBENCH_15 || target == MIXER_16 || target == STOVE_10 || target == OVEN_12 || target == OVEN_13) begin
    case(data_operate)
        OPERATE_THROW:data_operate_verified = OPERATE_IGNORE;
        OPERATE_PUT: begin
            case(sig_hand)
                TRUE:data_operate_verified = data_operate;
                default:data_operate_verified = OPERATE_IGNORE;
            endcase
        end
        OPERATE_GET: begin
            case({sig_hand,sig_machine})
                {FALSE,TRUE}:data_operate_verified = data_operate;
                default:data_operate_verified = OPERATE_IGNORE;
            endcase
        end
        default:data_operate_verified = data_operate;
    endcase
    end
    else if (target == CUSTOMER_18) begin
    case(data_operate)
        OPERATE_GET , OPERATE_THROW , OPERATE_INTERACT: data_operate_verified = OPERATE_IGNORE;
        OPERATE_PUT: begin
            case(sig_hand)
                TRUE:data_operate_verified = data_operate;
                default:data_operate_verified = OPERATE_IGNORE;
            endcase
        end
        default : data_operate_verified = data_operate;
    endcase
    end
    else
    data_operate_verified = OPERATE_IGNORE;
    end
    end
endmodule
### design/flow/run.sh
#!/bin/bash
# OpenROAD 26Q1-2900-gdf79404cd8, Yosys 0.63+post, stock flow scripts
make -C /OpenROAD-flow-scripts/flow DESIGN_CONFIG=/design/flow/config.mk WORK_HOME=/design/flow/orfs finish
==> run_results.csv <==
group,metric,value,unit
sta,hold_viol,0,
critical_path,crit_path_end_kind,"output pin",
sta,worst_pin_slew,400.4,ps
sta,fmax,353.6,MHz
route,wire_per_inst,12.69,µm
outcome,status,"finished clean",
global_routing,met1_usage,10.25,%
global_routing,grt_first_pass_wirelength,4367,µm
route,diodes,0,
pwr,leakagePower,0.6400,nW
place,port_buffers,26,
floorplanning,chipHeight,80,µm
sta,setup-violations-final,0,
critical_path,worstPathRequired,2320,ps
critical_path,path_delay_family,"simple AND/OR/NAND/NOR gates",
floorplanning,die_w,80,µm
finish,layout_top_cell,"buf_4",
pwr,p_per_area,126.2,mW/mm²
place,dp_slack,-745.0,ps
place,dp_hpwl,2065,µm
finish,nFillCells,340,
route,vias,964,
synthesis,syn_inst,93,
synthesis,ys_area,621.8,µm²
floorplanning,dieArea,0.006400,mm²
synthesis,area_leaders,"nand2b_1, nor2_1, nor3_1",
sta,final-max-slew-violation-count,0,
floorplanning,core-area,0.003416,mm²
sta,setup_ws,71.83,ps
sta,hold_slack,1517,ps
synthesis,netlist.top_cell.by_area,"nand2b_1",
global_routing,met2_usage,13.72,%
global_routing,grt_overflow,0,
sta,min_period,2828,ps
critical_path,path_buffers,2,
run,tool_warnings,44,
global_routing,antenna_found_initial,0,
synthesis,yosysWarnings,1,
floorplanning,pin_count,37,
synthesis,ys_cells,93,
route,drc,0,
route,drt_iter0_drc,19,
synthesis,netlist_area,621.8,µm²
global_routing,top_usage_layer,"met2",
sta,final.setup.tns,0,ps
finish,nClkBuffers,0,
finish,finalInstanceArea,0.001391,mm²
floorplanning,fp-utilization,18.21,%
run,drv_cap,0,
finish,area.sequential,0,µm²
critical_path,path_class,"primary input to output pin",
critical_path,crit_slowest_cell,"or3b_4",
route,totalWireLength,2664,µm
critical_path,startpoint_type,"primary input",
critical_path,critPathArrivalTime,2250,ps
sta,relSlewSlack,73.24,%
synthesis,synth.avg_cell_area,6.687,µm²
finish,flops,0,
finish,lay_top_cells,"buf_4, nor2_1, buf_2",
sta,rsz0062_at_grt,"true",
finish,drive_gt1_share,62.20,%
pwr,peakVddDrop,30.59,µV
global_routing,grt_usage,7.906,%
global_routing,grt_max_degree,10,
floorplanning,rows,21,
route,dr.pass1.iters,4,
finish,area_growth,123.7,%
route,drt.antenna.violating_nets,0,
global_routing,grt_pass1_vias,958,
place,placedInstanceArea,0.001167,mm²
synthesis,top_cell_area_share,7.042,%
synthesis,postSynthSeqShare,0,%
critical_path,crit_chain,"clkdlybuf4s15_2 -> or3b_4 -> or2_4 -> nor2_1 -> a41oi_1 -> a311oi_2 -> dlygate4sd2_1",
min_path,hp-class,"primary input to output pin",
global_routing,use_met3,1.477,%
place,gp_congestion,0.9108,
cts,ctsHoldBuffers,0,
sta,period_used_share,97.52,%
critical_path,crit_path_max_incr_delay,390,ps
route,viasPerCell,4.590,
synthesis,yosysUniqueCellTypes,46,
critical_path,critical_path.max_fanout,3,
==> metal layers <==
layer / part of all wire (%) / vias to the layer above
li1: - / 500
met1: 45 / 450
met2: 51 / 12
met3: 3.9 / 2
met4: 0.60 / 0
met5: 0 / -
==> final timing paths <==
kind                        start                  endpoint  cells after the start
setup / recovery  data_operate[1]  data_operate_verified[2]                      7
hold / removal    data_operate[0]  data_operate_verified[0]                      3
==> report_power, final <==
part           internal [mW]  leakage, nW  total (mW)  switching, mW
Sequential                 0            0           0              0
Clock                      0            0           0              0
Combinational         0.0990        0.640       0.176         0.0766
Total                 0.0990        0.640       0.176         0.0766
==> layout make-up <==
class | count | area [µm²] | share of cell area [%]
Timing Repair Buffer | 74 | 560.5 | 40.29
Multi-Input combinational cell | 84 | 750.7 | 53.96
Inverter | 6 | 22.52 | 1.619
Tap cell | 46 | 57.56 | 4.137
==> worst min-delay path, cell delays in order <==
cell and delay (ps):
buf_2 110, nor3b_2 150, buf_2 100
==> Yosys cell counts (all sizes together) (2+ instances only) <==
library cell  instances
a211o                 3
nand3                 5
nand2                 6
nor3                  6
a41oi                 2
xnor2                 2
or3                   2
inv                   6
and2b                 2
and3                  2
a21oi                 5
o21ai                 3
nor2                 11
nor4                  2
a211oi                2
or2                   2
buf                   3
nand2b                7
nand4                 2
or4                   2
nor3b                 3
==> cells by family after synthesis <==
group                     count (synthesis)  synth area share, %
AOI/OAI and AO/OA                        23                28.57
and+or+nand+nor                          59                60.56
xor gates and xnor gates                  2                2.817
buffers and inverters                     9                8.047
==> timing repair <==
item | 4_1_cts | 5_1_grt
gates resized | 94 | 11
pin swaps | 20 | 7
endpoints found under the setup margin | 8 | 8
buffers inserted | 12 | 2
==> metrics by stage <==
step | util, % | total power [mW] | std cells
2_1_floorplan | - | 0.05777 | 93
3_3_place_gp | 34.18 | 0.1427 | 196
3_5_place_dp | 34.18 | 0.1430 | 196
4_1_cts | 40.04 | 0.1701 | 208
5_1_grt | 40.73 | 0.1905 | 210
6_report | 40.73 | 0.1756 | 210
Power is estimated from default activity; no workload was simulated.
