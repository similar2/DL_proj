[./design.v]
parameter TRUE = 1 , FALSE = 0;
parameter  STORAGE_END = 6;
parameter ZERO = 0 , ONE = 1 , TWO = 2 , THREE = 3;
parameter OPERATE_GET = 8'b1_00001_10 , OPERATE_PUT = 8'b1_00010_10 , OPERATE_INTERACT = 8'b1_00100_10 , OPERATE_MOVE = 8'b1_01000_10 , OPERATE_THROW = 8'b1_10000_10 , OPERATE_IGNORE = 8'b1_00000_10;
parameter GAME_START = 8'bxxxx_01_01 , GAME_STOP = 8'bxxxx_10_01;
parameter PRESS_UP = 5'b10000 , PRESS_DOWN = 5'b01000 , PRESS_CENTER = 5'b00100 , PRESS_LEFT = 5'b00010 , PRESS_RIGHT = 5'b00001;
parameter ANTISHAKECNT = 15000;
parameter CUSINE_START_INDEX = 13 , CUSINE_END_INDEX = 18;
parameter ITEM_NUM = 0 ,FIRST_ITEM = 1 ,SECOND_ITEM = 2,THIRD_ITEM = 3;
parameter MAX_ITEM_NUM = 3 , MIN_ITEM_NUM = 0;
parameter STORAGE_BEGIN = 1 , SOTRAGE_END = 6;
parameter STONE_MILL_7 = 7;
parameter CUTTING_MACHINE_8 = 8;
parameter TABLE_9 = 9 , TABLE_11 = 11 , TABLE_14 = 14 , TABLE_17 = 17 , TABLE_19 = 19;
parameter STOVE_10 = 10;
parameter OVEN_12 = 12 , OVEN_13 = 13;
parameter WORKBENCH_15 = 15;
parameter MIXER_16 = 16;
parameter CUSTOMER_18 = 18;
parameter TRASH_BIN_20 = 20;
parameter  enabled = 1'b1,disabled = 1'b0,action_code = 3'b001,jump_code = 3'b010,wait_code = 3'b011,game_code = 3'b100;
parameter if_mode = 2'b00, ifn_mode = 2'b01,
player_ready = 3'd0, player_hasitem = 3'd1,
target_ready = 3'd2, target_hasitem = 3'd3;
parameter DEBOUNCE_TIME = 10;   
parameter GET = 2'b00, PUT = 2'b01, INTERACT = 2'b10, THROW = 2'b11;
parameter ENABLED = 1'b1, DISABLED = 1'b0;
parameter game_start = 2'b01, game_end = 2'b10;
parameter MAX = 15;
parameter FEEDBACK = 2'b01;
parameter UARTCNT = 325;
parameter SECONDCNT = 50000000;
parameter MILLISECONDCNT = 50000;
parameter GAME_STATE_STOP = 2'b10;
parameter SELECT_DATA_IGNORE = 8'b000000_11;
parameter SELECT_VALUE_MAX = 20;
parameter CHANNEL_TARGET = 2'b11;
parameter SEND_NULL = 2'b00 , SEND_GAMESTATE = 2'b01 , SEND_TARGET = 2'b10 , SEND_OPERATE = 2'b11;
parameter waituntil_mode = 2'b01, wait_mode = 2'b00;
parameter NULL = 0,
SWEET_FLOWER = 1, WHEAT = 2, JUEYUN_CHILI = 3, RAW_MEAT = 4, BERRY = 5, SALT = 6,
HAM = 7, SPICE = 8, FLOUR = 9, SLICED_MEAT = 10, SUGAR = 11, CUMIN = 12,
SAUSAGE = 13, SWEET_MADAME = 14, CHILI_CHICKEN = 15, BERRY_MISS_MANJUU = 16, COLD_CUT_PLATTER = 17, STICKY_HONEY_ROAST = 18,
BAD_CUSINE = 19;
parameter cnt = 3'b111;
parameter  IDLE = 0, MOVE = 1, ACTION = 2;
parameter SCRIPT_IDLE = 0,SCRIPT_STARTMOVING = 1,SCRIPT_MOVING = 2,SCRIPT_DOING = 3,SCRIPT_DONE = 4;
parameter BCD_NUM = 4;
parameter BCD_EMPTY = 4'b0000;
parameter BCD_FIRST = 4'b0001;
parameter BCD_SECOND = 4'b0010;
parameter BCD_THRID = 4'b0100;
parameter BCD_FORTH = 4'b1000;
parameter BCD_LETTER_G = 8'b11110110;
parameter BCD_LETTER_H = 8'b00101110;
parameter BCD_LETTER_E = 8'b10011110;
parameter BCD_LETTER_I = 8'b01100000;
parameter BCD_LETTER_N = 8'b11101100;
parameter BCD_LETTER_S = 8'b10110110;
parameter TRUE = 1 , FALSE = 0;
parameter ZERO = 0 , ONE = 1 , TWO = 2 , THREE = 3;
parameter OPERATE_GET = 8'b1_00001_10 , OPERATE_PUT = 8'b1_00010_10 , OPERATE_INTERACT = 8'b1_00100_10 , OPERATE_MOVE = 8'b1_01000_10 , OPERATE_THROW = 8'b1_10000_10 , OPERATE_IGNORE = 8'b1_00000_10;
parameter GAME_START = 8'b0000_01_01 , GAME_STOP = 8'b0000_10_01;
parameter PRESS_UP = 5'b10000 , PRESS_DOWN = 5'b01000 , PRESS_CENTER = 5'b00100 , PRESS_LEFT = 5'b00010 , PRESS_RIGHT = 5'b00001;
parameter ANTISHAKECNT = 15000;
parameter  enabled = 1'b1,disabled = 1'b0,action_code = 3'b001,jump_code = 3'b010,wait_code = 3'b011,game_code = 3'b100;
parameter if_mode = 2'b00, ifn_mode = 2'b01,
player_ready = 3'd0, player_hasitem = 3'd1,
target_ready = 3'd2, target_hasitem = 3'd3;
parameter DEBOUNCE_TIME = 10;   
parameter GET = 2'b00, PUT = 2'b01, INTERACT = 2'b10, THROW = 2'b11;
parameter ENABLED = 1'b1, DISABLED = 1'b0;
parameter game_start = 2'b01, game_end = 2'b10;
parameter MAX = 15;
parameter FEEDBACK = 2'b01;
parameter UARTCNT = 325;
parameter SECONDCNT = 50000000;
parameter MILLISECONDCNT = 50000;
parameter GAME_STATE_STOP = 2'b10;
parameter SELECT_DATA_IGNORE = 8'b000000_11;
parameter SELECT_VALUE_MAX = 20;
parameter CHANNEL_TARGET = 2'b11;
parameter SEND_NULL = 2'b00 , SEND_GAMESTATE = 2'b01 , SEND_TARGET = 2'b10 , SEND_OPERATE = 2'b11;
parameter waituntil_mode = 2'b01, wait_mode = 2'b00;
parameter NULL = 0,
SWEET_FLOWER = 1, WHEAT = 2, JUEYUN_CHILI = 3, RAW_MEAT = 4, BERRY = 5, SALT = 6,
HAM = 7, SPICE = 8, FLOUR = 9, SLICED_MEAT = 10, SUGAR = 11, CUMIN = 12,
SAUSAGE = 13, SWEET_MADAME = 14, CHILI_CHICKEN = 15, BERRY_MISS_MANJUU = 16, COLD_CUT_PLATTER = 17, STICKY_HONEY_ROAST = 18,
BAD_CUSINE = 19;
module DivideClock(input clk,                        
                   output reg uart_clk = 0,          
                   output reg second_clk = 0,        
                   output reg millisecond_clk = 0);  
    reg [10:0] uart_clk_cnt = 0;
    reg [31:0] second_clk_cnt = 0;
    reg [31:0] millisecond_clk_cnt = 0;
    always @(posedge clk) begin
        if (uart_clk_cnt < UARTCNT) begin
            uart_clk_cnt <= uart_clk_cnt + 1;
            end else begin
            uart_clk_cnt <= 0;
            uart_clk <= !uart_clk;
        end
    end
    always @(posedge clk) begin
        if (second_clk_cnt < SECONDCNT)
            second_clk_cnt = second_clk_cnt + 1;
        else begin
            second_clk = !second_clk;
            second_clk_cnt = 0;
        end
    end
    always @(posedge clk) begin
        if (millisecond_clk_cnt < MILLISECONDCNT)
            millisecond_clk_cnt = millisecond_clk_cnt + 1;
        else begin
            millisecond_clk = !millisecond_clk;
            millisecond_clk_cnt = 0;
        end
    end
endmodule
[./run.sh]
#!/bin/bash
# OpenROAD 26Q1-2900-gdf79404cd8, Yosys 0.63+post, stock flow scripts
make -C /OpenROAD-flow-scripts/flow DESIGN_CONFIG=/design/flow/config.mk WORK_HOME=/design/flow/orfs finish
[./config.mk]
export PLATFORM = sky130hd
export DESIGN_NAME = DivideClock
export DESIGN_NICKNAME = DivideClock
export VERILOG_FILES = /design/flow/design.v
export SDC_FILE = /design/flow/constraint.sdc
export NUM_CORES = 4
export LEC_CHECK = 1
export CORE_UTILIZATION = 40
[./constraint.sdc]
current_design DivideClock

set clk_period 2.9
set clk_io_pct 0.2

create_clock -name clk0 -period $clk_period [get_ports {clk}]

set non_clock_inputs [all_inputs -no_clocks]
set_input_delay [expr $clk_period * $clk_io_pct] -clock clk0 $non_clock_inputs
set_output_delay [expr $clk_period * $clk_io_pct] -clock clk0 [all_outputs]
==> results.ini <==
[flow_run]
warnings = 25
maxCapViolations = 0

[sta]
slew_viol_final = 0
tns_ns = 0
setup_violations = 0
skew_ns = 0.005458
finalHoldViolations = 0
timing.fmax_mhz = 493.0
fin_crit_sh_pct = 69.94
grt_setup_unrepaired = no
whs_ns = 0.4734
period_needed_ns = 2.028
setup_ws_ns = 0.8718

[synthesis]
ff_type = dfxtp_1
yosysSeqAreaShare_pct = 53.36
syn_area_um2 = 2983
postSynthCellCount = 308
yosysTopAreaCell = dfxtp_1
common_cells = dfxtp_1 (75), xnor2_1 (24), nor2_1 (23)
syn_avg_cell_area_um2 = 9.685
top_cells_by_area = dfxtp_1 (50%), xnor2_1 (7.0%), nor4_1 (4.2%), nor3_1 (3.2%), edfxtp_1 (3.0%)
yosysWarnings = 1
ys_ff = 78
yosys.cell_types.count = 44
synth-edff-count = 3
async_flop_share_pct = 0
yosys.area.top_type_share_pct = 50.34
top_cell = dfxtp_1
ys_chip_area_um2 = 2983
ys_cells = 308

[clock_tree]
cts_max_path_buffers = 2
post_cts_resized = 0
clock_latency_ns = 0.34
clkTransAtPathRegs_ns = 0.08
cts-root-buf = clkbuf_8
tritoncts = built
htreeDepth = 3
cts_num_sinks = 78
post_cts_buffers = 0
holdBufCountCts = 0
numCtsBuffers = 9

[pwr]
p_leak_uw = 0.001077
ir_drop_uv = 318.0
power_density_nw_per_um2 = 574.4

[setup_path]
rrSetupSlack_ns = 0.87
worst_path_max_delay_cell = or3_2
end_kind = flop
required_ns = 3.18
path_class = reg -> reg
crit_path_max_fanout = 13
crit_arrival_ns = 2.31
max_stage_delay_ns = 0.60
start_kind = flop
worstPathCellList = ha_1 > nand2_1 > or3_2 > or4_1 > a21oi_1

[floorplan]
core-area_um2 = 7214
fp.dieW_um = 88.36
die_h_um = 88.36
pin_count = 4
std_cell_rows = 31
fp-utilization_pct = 41.35
chipArea_um2 = 7807

[routing]
routedWlPerCell_um = 10.70
vias_per_cell = 4.867
drc = 0
num_vias = 2156
ant_nets = 0
drt_wl_total_mm = 4.740
drtIter0Drc = 89
n_antenna_cell = 0
drt_first_pass_iters = 4

[cells_and_area]
utilization_pct = 47.47
stdcell_area_um2 = 3425
syn_to_final_growth_pct = 14.81
drive_gt1_share_pct = 7.849

[global_routing]
grt_pass1_wl_mm = 8.493
grt_max_degree = 18
grt_pass1_vias = 1919
grt_use_total_pct = 14.01
antenna_found_initial = 0
overflow = 0

[placed_design]
routabilityCongestion = 0.7986
dp_hpwl_mm = 3.179
preCtsSetupSlack_ns = 0.8794
placed_cell_area_um2 = 3214
io_buffer_count = 3

[outcome]
outcome = complete, no violations

[hold_path]
hold_path_class = reg -> reg

logic make-up (layout without fill, tap and decap cells):
kind of cell / after synthesis / after routing / share of synthesized area, %
adders and majority gates: 3 / 3 / 1.259
other: 1 / 24 / 0.1257
buffers and inverters: 21 / 34 / 2.684
and+or+nand+nor: 136 / 136 / 25.71
xor gates and xnor gates: 29 / 29 / 8.515
AOI/OAI and AO/OA: 40 / 40 / 8.348
DFF: 78 / 78 / 53.36
final cells by class:
cell class              instances  area [um^2]
repair buffers                  7        60.06
fillers                       693         3790
flip-flops and latches         78         1592
clock buffers                  12        156.4
clock inverters                 4        53.80
inverters                      11        41.29
multi-input cells             232         1398
well taps                      99        123.9
per-layer routing:
metal	share of wire [%]	GRT usage [%]
met1	50	20.42
met2	45	21.54
met3	3.7	4.257
met4	1.7	2.639
met5	0	0
power breakdown:
group / switching, uW / internal [uW] / total [uW]
logic: 7.59 / 11.7 / 19.3
clock network: 379 / 454 / 833
registers: 12.4 / 1100 / 1110
total: 399 / 1570 / 1970
path summary, 6_finish.rpt:
kind	from	endpoint	cells past startpoint
setup reg to reg	second_clk_cnt[0]	second_clk_cnt[22]	5
hold / removal	second_clk_cnt[0]	second_clk_cnt[0]	1
setup / recovery	second_clk_cnt[0]	second_clk_cnt[22]	5
hold reg to reg	second_clk_cnt[0]	second_clk_cnt[0]	1
cells in the final DEF, fill, tap and decap left out, types with 4 or more instances in the layout:
cell type and count:
nand4_1 9, nor2_1 23, nand3_1 15, o21ai_0 9
o31ai_1 5, dfxtp_1 75, xnor2_1 24, xor2_1 5
a21oi_1 13, or4_1 8, conb_1 24, inv_1 11
or3_1 9, nand2_1 15, buf_4 4, clkbuf_8 9
nor4_1 20, nor3_1 19
sequential cells by signal (all words and copies together), names as in the netlist:
register             flops
millisecond_clk          1
millisecond_clk_cnt     32
second_clk               1
second_clk_cnt          32
uart_clk                 1
uart_clk_cnt            11
critical path: cells and delay by family (launching register included):
kind	cells	cell delay, ns
and+or+nand+nor	3	1.22
adders and majority gates	1	0.24
DFF	1	0.37
AOI/OAI and AO/OA	1	0.14
per-stage QoR:
step                      total power (uW)  instances
after detailed placement              1160        427
after floorplan                       1146        331
final                                 1967        443
after global placement                1159        427
after CTS                             2000        443
after global routing                  2059        443
Power figures rest on the tool's default switching activity, not on a simulated workload.
